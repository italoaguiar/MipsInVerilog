<file path="/design/flow/design.v">
`timescale 1ns / 1ps
module MUX(
    input [31:0] I1,
    input [31:0] I2,
    input S,
    output reg [31:0] Output
    );
	 always @(I1 or I2 or S)
		begin			
			if(S == 0)
				Output = I1;
			else if(S == 1)
				Output = I2;
		end
endmodule
</file>
<file path="/design/flow/run.sh">
#!/bin/bash
# OpenROAD 26Q1-2900-gdf79404cd8, Yosys 0.63+post, stock flow scripts
make -C /OpenROAD-flow-scripts/flow DESIGN_CONFIG=/design/flow/config.mk WORK_HOME=/design/flow/orfs finish
</file>
<file path="/design/flow/config.mk">
export PLATFORM = sky130hd
export DESIGN_NAME = MUX
export DESIGN_NICKNAME = MUX
export VERILOG_FILES = /design/flow/design.v
export SDC_FILE = /design/flow/constraint.sdc
export NUM_CORES = 4
export LEC_CHECK = 1
export CORE_AREA = 10 10 71 71
export DIE_AREA = 0 0 81 81
</file>
<file path="/design/flow/constraint.sdc">
current_design MUX

set clk_period 1.0
set clk_io_pct 0.2

create_clock -name clk0 -period $clk_period

set non_clock_inputs [all_inputs -no_clocks]
set_input_delay [expr $clk_period * $clk_io_pct] -clock clk0 $non_clock_inputs
set_output_delay [expr $clk_period * $clk_io_pct] -clock clk0 [all_outputs]
</file>
==> reports/summary.txt <==
Cells after DPL = 179
I/O Buffers = 97
failing checks = setup timing
simple share = 0
drc violations = 0
DR WL/cell = 15.4 um
Placer Congestion = 0.832
Initial DRT Pass Iterations = 2
power density over cell area = 392 mW/mm^2
Hold Buf Count CTS = 0
Period minus WS final = 1180 ps
most frequent logic cells in the routed design = 51 x dlygate4sd2_1, 31 x mux2_4, 23 x buf_6, 13 x buf_2, 9 x clkdlybuf4s50_1
CP Class = input pin to primary output
Slew Viols, Final = 0
Critical Path RT = 800 ps
Hold Crit Class = input pin to primary output
worst slack, placed = -512 ps
Flop area = 0 um^2
ao+oa area frac = 0
highest-count logic cell in the final layout = dlygate4sd2_1
critical path's largest stage delay = 290 ps
sequential share of the synthesized area = 0
cells in synth_stat.txt = 36
worst path bufs/invs = 4
Die Size = 0.00656 mm^2
initial DRC count = 2
fmax = 0.848 GHz
CLK BUF = 0
CP max stage cell = mux2_4
fin cells = 187
Post-DRT Antenna Nets = 0
cycle use final = 1.18
Avg Cell Area, Syn = 15.1 um^2
Tool Warnings = 34
critical path cell sequence = buf_12 -> buf_12 -> buf_12 -> mux2_4 -> buf_6
Mapped Cells = 36
Vias/cell = 3.82
dpl hpwl = 2500 um
RSZ-0062 raised after global routing = true
status = finished, violations left
Synth mux share = 0.869
Ports = 97
cell mode on critical path = buf_12
layout cells sized above 1 = 0.540
critical path endpoint category = primary output
Overflow after GRT = 0
FP Util = 0.150
Adder Area Share = 0
xor and xnor fraction of the mapped netlist area = 0
flop count = 0
Cell Rows = 22
Vias = 715
cell area after layout = 0.00159 mm^2
Yosys warnings = 1
YS chip area = 544 um^2
slew margin rel. = 0.942
critical path's top delay family = buffers and inverters
CP Data Arrival Time = 980 ps
core area = 0.00363 mm^2
PnR worst setup slack = -179 ps
placed inst area = 0.00154 mm^2
die x size = 81 um
final core occ = 0.438
Tightest Pin Transition = 87.0 ps
max-cap viol count = 0
number of diodes = 0
WL final = 2880 um
Critical Path Source Type = input pin
GR Util All Layers = 0.0779
largest net degree at the start of global routing = 11
die height = 81 um
number of global-route vias before repair = 764
Hold Vio Cnt, Final = 0
initial antenna violation count = 0
Cell variety after synth = 4
Leakage = 0.872 nW
Mapped Area = 544 um^2
total chip power = 0.000624 W
maximum VDD drop = 169 uV
first-pass GRT wire length = 4140 um
Max FO, Critical Path = 6
comb area leader = multiplexers
Setup-failing EPs final = 32
Layout area overhead = 192%
==> per-layer routing <==
metal | wire length (um) | share of wire | up-vias | GRT usage
li1 | - | - | 345 | -
met1 | 1080 | 0.37 | 320 | 0.0903
met2 | 1450 | 0.50 | 50 | 0.143
met3 | 350 | 0.12 | 0 | 0.0278
met4 | 0 | 0 | 0 | 0
met5 | 0 | 0 | - | 0
==> path summary, 6_finish.rpt <==
| check | end | depth (start not counted) | start |
|---|---|---|---|
| hold / removal | Output[29] | 3 | I2[29] |
| setup / recovery | Output[4] | 5 | S |
==> tightest hold or removal path: cells and delay by family <==
kind	cells	cell delay (ps)
buffers and inverters	2	160
muxes	1	130
==> layout make-up <==
type,count,area (um^2)
fill,357,2040
tap,48,60.1
multi-input combinational,32,477
timing repair buffer,107,1050
==> where the power goes <==
group          switching (W)  internal [W]  leakage (nW)
Clock                      0             0             0
Sequential                 0             0             0
Combinational       0.000137      0.000487         0.872
==> per-stage QoR <==
stage                     TNS [ps]  hold WS [ps]
final                        -3300           691
after global routing         -3860           717
after CTS                    -3620           751
after detailed placement    -15810          1190
after global placement      -15610          1170
after floorplan                  0           498
==> timing repair <==
action                     CTS  global route
setup buffers                5             1
setup endpoints to repair   32            32
gates cloned                 2             0
gates resized              171            10
==> logic make-up (layout without fill, tap and decap cells) <==
kind of cell / Yosys count / after routing
buf+inv: 4 / 107
mux: 32 / 32
==> Yosys cell counts <==
cell type  instances  area share
buf_12             3        0.11
buf_6              1       0.021
mux2_2             2       0.041
mux2_4            30        0.83
Power and IR drop assume default switching activity.
