===== flow/run.sh =====
#!/bin/bash
# OpenROAD 26Q1-2900-gdf79404cd8, Yosys 0.63+post, stock flow scripts
make -C /OpenROAD-flow-scripts/flow DESIGN_CONFIG=/design/flow/config.mk WORK_HOME=/design/flow/orfs finish

===== flow/config.mk =====
export PLATFORM = sky130hd
export DESIGN_NAME = Adder
export DESIGN_NICKNAME = Adder
export VERILOG_FILES = /design/flow/design.v
export SDC_FILE = /design/flow/constraint.sdc
export NUM_CORES = 4
export LEC_CHECK = 1
export CORE_AREA = 10 10 95 95
export DIE_AREA = 0 0 105 105

===== flow/constraint.sdc =====
current_design Adder

set clk_period 21.0
set clk_io_pct 0.2

create_clock -name clk0 -period $clk_period

set non_clock_inputs [all_inputs -no_clocks]
set_input_delay [expr $clk_period * $clk_io_pct] -clock clk0 $non_clock_inputs
set_output_delay [expr $clk_period * $clk_io_pct] -clock clk0 [all_outputs]

===== flow/design.v =====
`timescale 1ns / 1ps
module Adder(
    input [31:0] A,
    input [31:0] B,
    output reg [31:0] Output,
	 output reg BitOverflow
    );
always @(A or B)
	begin
		{BitOverflow, Output} = A + B;
	end
endmodule

==> impl_metrics.tcl <==
# place-and-route summary
set metrics [dict create \
    flop_area_um2 0 \
    fp-utilization 0.275 \
    top_cell_area_share 0.211 \
    ys_types 51 \
    pwr-share-seq 0 \
    ys_seq_frac 0 \
    clkPwrFrac 0 \
    peakVddDrop_v 0.0000137 \
    vias 2319 \
    hold_buffers 0 \
    fp.dieW_um 105 \
    cp_max_fo 11 \
    start_kind "primary input" \
    worstPathRequired_ns 16.80 \
    p_leak_nw 1.22 \
    die_area_mm2 0.0110 \
    rsz0062_at_grt "no" \
    crit_chain "clkdlybuf4s50_1 > ha_1 > and3_1 > a221o_1 > o41ai_2 > mux2i_1 > o211ai_1 > nor3_1 > clkdlybuf4s50_1" \
    numPortBuffers 97 \
    nClkBuffers 0 \
    hpwl_mm 6.04 \
    worstSetupPathType "in2out" \
    hold_path_class "in2out" \
    cp_slowest_stage_delay_ns 0.51 \
    drv_cap 0 \
    instances_no_fill 458 \
    arrival_ns 7.07 \
    drt-wirelength-per-cell_um 14.8 \
    syn_inst 274 \
    switching_share 0.413 \
    grt_max_degree 12 \
    drt-pass1-iter-count 5 \
    drt_wl_total_mm 6.80 \
    grt_usage 0.116 \
    grt_pass1_wl_mm 11.1 \
    grt_overflow 0 \
    setup_violations 0 \
    critPathTopFamily "buffers and inverters" \
    io_pins 97 \
    rows 30 \
    antenna_found_initial 0 \
    worst_pin_slew_ns 0.510 \
    crit_top_cell "clkdlybuf4s50_1" \
    fin_crit_ns 11.27 \
    critPathCaptureType "output pin" \
    syn2layout_area_growth_pct 55.1 \
    nFillCells 730 \
    n_sequential_cell 0 \
    place_congestion 0.922 \
    fp.dieH_um 105 \
    ys_cells 274 \
    final_layout_size_suffix_gt1_frac 0.0304 \
    period_used_share 0.537 \
    dpl.cell_count 458 \
    syn_area_mm2 0.00190 \
    avgSynthCellArea_um2 6.94 \
    fin_setup_tns_ns 0 \
    post_cts.repair.setup_buffers 0 \
    grt_pass1_vias 2269 \
    viasPerCell 5.06 \
    tool_warnings 32 \
    p_sw_uw 41.2 \
    slew_viol_final 0 \
    status "complete, no violations" \
    cp.buffers_inverters 2 \
    diodes 0 \
    power_density_mw_per_mm2 33.8 \
    top_area_cell "ha_1" \
    p_int_uw 58.6 \
    antenna_left 0 \
    slew_headroom 0.660 \
    synth_warnings 1 \
    cp_slowest_cell "clkdlybuf4s50_1" \
    synthTopCellsByArea "ha_1 (21%), a21oi_1 (10%), xnor2_1 (7.4%)" \
    ctsResizeCount 0 \
    dr.first_iter.drc_count 83 \
    yosysChipArea_mm2 0.00190 \
    hold_viol_final 0 \
    drcViolationCount 0 \
    fmax_mhz 88.7 \
    pwr-share-comb 1.000 \
    core-area_mm2 0.00691 \
]
[power groups by stage]
stage / clock [mW] / sequential [mW] / combinational (mW)
6_report: 0 / 0 / 0.0997
5_1_grt: 0 / 0 / 0.110
4_1_cts: 0 / 0 / 0.101
[cells in the mapped netlist (3+ instances only)]
cell,instances
a31oi_1,4
a211oi_1,8
o21bai_1,3
nor3_1,6
inv_1,8
a21o_1,13
clkbuf_1,6
xor2_1,11
nand3_1,14
and3_1,5
xnor2_1,16
nand2_1,21
o21a_1,5
a21oi_1,38
nor2_1,19
or2_2,3
ha_1,32
o31ai_1,3
o211ai_1,5
o21ai_0,13
[area by class of cell]
class | instances | area [µm²] | share of cell area
Multi-Input combinational cell | 257 | 1830 | 0.620
Timing Repair Buffer | 97 | 971 | 0.329
Tap cell | 96 | 120 | 0.0407
Inverter | 8 | 30.0 | 0.0102
[logic make-up after synthesis]
kind of cell / count (synthesis) / synth area share
buffers and inverters: 17 / 0.0388
xor gates and xnor gates: 27 / 0.124
muxes: 2 / 0.0105
and+or+nand+nor: 84 / 0.218
adders and majority gates: 33 / 0.221
AOI/OAI and AO/OA: 111 / 0.388
[routing by layer]
layer,global-route usage,vias to the layer above,share of wire
met2,0.188,73,0.44
met5,0,-,0
li1,-,1230,-
met3,0.0130,0,0.044
met4,0,0,0
met1,0.169,1016,0.52
[final timing paths]
| kind | slack, ns | to | cells after the start | startpoint |
|---|---|---|---|---|
| setup / recovery | 9.73 | Output[31] | 9 | A[27] |
| hold / removal | 9.43 | Output[0] | 3 | B[0] |
[through the flow]
| stage | instance area [µm²] | hold slack, ns | utilization | setup slack [ns] | power (mW) |
|---|---|---|---|---|---|
| 6_report | 2950 | 9.43 | 0.427 | 9.73 | 0.0997 |
| 5_1_grt | 2950 | 9.49 | 0.427 | 9.47 | 0.110 |
| 4_1_cts | 2950 | 9.44 | 0.427 | 9.71 | 0.101 |
| 3_5_place_dp | 2950 | 9.43 | 0.427 | 9.71 | 0.100 |
| 3_3_place_gp | 2950 | 9.44 | 0.427 | 9.75 | 0.101 |
| 2_1_floorplan | 1900 | 8.47 | - | 10.83 | 0.0490 |
[layout by cell type (no fill, tap or decap), types with 4 or more instances in the layout]
master,n
o211ai_1,5
nor2_1,19
a21oi_1,38
a21o_1,13
o21a_1,5
nand2_1,21
inv_1,8
a211oi_1,8
and3_1,5
o21ai_0,13
a31oi_1,4
xor2_1,11
nand3_1,14
ha_1,32
clkdlybuf4s50_1,97
nor3_1,6
xnor2_1,16
Power is estimated from default activity; no workload was simulated.
