[flow/design.v]
`timescale 1ns / 1ps
module Control(
    input [31:0] Instruction,
    output reg RegDst,
    output reg Jump,
    output reg Branch,
    output reg MemRead,
    output reg MemToReg,
    output reg [2:0] ALUOp,
    output reg MemWrite,
    output reg ALUSrc,
    output reg RegWrite
    );
always @(Instruction)
	begin
		RegDst = 0;
		Jump = 0;
		Branch = 0;
		MemRead = 0;
		MemToReg = 0;
		MemWrite = 0;
		ALUSrc = 0;
		RegWrite = 0;
		ALUOp = 'b000;
		if(Instruction[31:26] == 'b000000) 
			begin
				ALUOp = 'b010;
				RegDst = 1;
				Jump = 0;
				Branch = 0;
				MemRead = 0;
				MemToReg = 0;				
				MemWrite = 0;
				ALUSrc = 0;
				RegWrite = 1;				
			end
		else if(Instruction[31:26] == 'b100011) 
			begin
				RegDst = 0;
				Jump = 0;
				Branch = 0;
				MemRead = 1;
				MemToReg = 1;				
				MemWrite = 0;
				ALUSrc = 1;
				RegWrite = 1;
				ALUOp = 'b000;
			end
		else if(Instruction[31:26] == 'b101011) 
			begin
				RegDst = 0;
				Jump = 0;
				Branch = 0;
				MemRead = 0;
				MemToReg = 0;
				ALUOp = 'b000;
				MemWrite = 1;
				ALUSrc = 1;
				RegWrite = 0;
			end
		else if(Instruction[31:26] =='b000100) 
			begin
				RegDst = 0;
				Jump = 0;
				Branch = 1;
				MemRead = 0;
				MemToReg = 0;				
				MemWrite = 0;
				ALUSrc = 0;
				RegWrite = 0;
				ALUOp = 'b001;
			end
		else if(Instruction[31:26] == 'b001000) 
			begin
				RegDst = 0;
				Branch = 0;
				MemRead = 0;
				MemToReg = 0;
				MemWrite = 0;
				ALUSrc = 1;
				RegWrite = 1;
				Jump = 0;
				ALUOp = 'b011;
			end
		else if(Instruction[31:26] == 'b001010) 
			begin
				RegDst = 0;
				Branch = 0;
				MemRead = 0;
				MemToReg = 0;
				MemWrite = 0;
				ALUSrc = 1;
				RegWrite = 1;
				Jump = 0;
				ALUOp = 'b100;
			end
		else if(Instruction[31:26] == 'b000101) 
			begin
				Branch = 1;
				MemRead = 0;
				MemWrite = 0;
				ALUSrc = 0;
				RegWrite = 0;
				Jump = 0;
				ALUOp = 'b101;
			end
		else if(Instruction[31:26] == 'b000010) 
			begin				
				MemRead = 0;				
				MemWrite = 0;
				RegWrite = 0;
				Jump = 1;
				ALUOp = 'b000;
			end
	end
endmodule
[flow/run.sh]
#!/bin/bash
# OpenROAD 26Q1-2900-gdf79404cd8, Yosys 0.63+post, stock flow scripts
make -C /OpenROAD-flow-scripts/flow DESIGN_CONFIG=/design/flow/config.mk WORK_HOME=/design/flow/orfs finish
[flow/config.mk]
export PLATFORM = sky130hd
export DESIGN_NAME = Control
export DESIGN_NICKNAME = Control
export VERILOG_FILES = /design/flow/design.v
export SDC_FILE = /design/flow/constraint.sdc
export NUM_CORES = 4
export LEC_CHECK = 1
export CORE_AREA = 10 10 70 70
export DIE_AREA = 0 0 80 80
[flow/constraint.sdc]
current_design Control

set clk_period 2.3
set clk_io_pct 0.2

create_clock -name clk0 -period $clk_period

set non_clock_inputs [all_inputs -no_clocks]
set_input_delay [expr $clk_period * $clk_io_pct] -clock clk0 $non_clock_inputs
set_output_delay [expr $clk_period * $clk_io_pct] -clock clk0 [all_outputs]
==> summary.txt <==
Item: results of the latest flow run.

- In this run the biggest area consumer among cell types represents 11.7% of the synthesized area.
- The total met3 wirelength after detailed routing is 106 um.
- The clock tree buffer count of the final layout is 0.
- The routability congestion estimate from global placement is 0.742.
- In this run the VDD rail shows a maximum IR drop of 13.7 uV.
- The final timing report lists a hold violation count of 0.
- The initial core utilization is 4.40%.
- The number of antenna violations at the first check in global routing is 0.
- Overall routing resource usage recorded by global route was 2.26%.
- The total routed wire length on the met1 layer is 410 um.
- The peak clock frequency supported by timing is 448 MHz.
- The maximum single-stage delay on the critical path is 490 ps.
- Along the critical path, the tally of buffer and inverter instances is 2.
- The proportion of total power due to net switching is 42.5%.
- The finished cells cover 479 um^2.
- The total of max-cap violations is 0.
- The number of non-filler instances in the completed layout is 96.
- At the end of the flow the core is filled with cells to 14.0%.
- The total area inside the core boundary comes to 0.00342 mm^2.
- The wire length on met2 is 353 um.
- Measured along the y axis, the die boundary spans 80 um.
- Max-slew check failures listed in the final report amount to 0.
- The critical path class is in -> out.
- The OpenROAD warning count is 58.
- The filler cell count is 389.
- The power density relative to cell area is 105 mW/mm^2.
- Per the finish-stage timing summary, setup violations number 0.
- Walking the worst path, the cells encountered are dlygate4sd2_1, or3_4, a21oi_1, clkdlybuf4s50_1.
- The worst-path maximum fanout is 5.
- Across all layers, the routed design uses 294 vias.
- The critical path's top delay family is buffers and inverters.
- The total overflow left after global routing is 0.
- Dividing the detail-routed wire length by the instance count gives 9.05 um.
- The final timing summary puts the cycle share of the worst path at 97.0%.
- The top metal layer carrying routed signals is met3.
- The count of flip-flops and latches is 0.
- Timing analysis after detailed placement gives a worst setup slack of -328 ps.
- The total antenna diodes in the routed design is 0.
- The post-route worst setup slack is 69.9 ps.
- The sum of routed wire length over all layers is 869 um.
- After clock tree synthesis, the flow added hold-fix buffers numbering 0.
- Per the OpenROAD floorplan log, the area of the die is 0.00640 mm^2.
- The kind of path behind the tightest hold check is in -> out.
- The internal cell power is 0.0290 mW.
- The detailed placer's ending HPWL is 716 um.
- For this run, the detailed router reports a per-instance via density of 3.06.
- The total number of yosys warnings is 1.
- Per report_power, the sequential group accounts for 0% of the total.
- The floorplan has 21 rows.
- The run finished with clean final reports.
- The worst setup path is captured at an output port.
- The yosys stat cell total is 24.
- The synthesized netlist contains 16 unique library cells.
- For this design the top-level I/O count stands at 43.
- Subtracting the final worst setup slack from the clock period gives 2230 ps.
- In the synthesized netlist, the cells that appear most often are sky130_fd_sc_hd__nor2_1 (3), sky130_fd_sc_hd__nor3_1 (3).
- The total chip power is 0.0504 mW.
- The cell total after placement is 96.
- Sequential elements use 0% of the synthesized area.
- The synthesized design spends more area on one cell type than any other, namely sky130_fd_sc_hd__nand4b_1.
- The source of the worst hold timing path is Instruction[30].
- The post-synthesis chip area from yosys is 150 um^2.
- Per the detail_route report, DRC violations left total 0.
- The end point of the worst hold path is RegWrite.
- By area the synthesized netlist is led by sky130_fd_sc_hd__nand4b_1 (12%), sky130_fd_sc_hd__nor3_1 (10%), sky130_fd_sc_hd__nand2b_1 (8.3%), sky130_fd_sc_hd__or3_1 (8.3%), sky130_fd_sc_hd__nor2_1 (7.5%).
- Before antenna repair, the detailed router went through 4 iterations.
- The post-synthesis instance area is 150 um^2.
- The data required time at the worst endpoint is 1840 ps.
- The worst path arrival time is 1770 ps.
- The post-synthesis average cell area is 6.26 um^2.
- The post-synthesis cell count is 24.
- The global-route wire length before repair is 1250 um.
- Entering global routing, the biggest net connects 7 pins.
- The number of global-route vias before repair is 261.
- Setup repair after global routing left no endpoint under its margin.
- Looking at the power breakdown, combinational cells take 100.0% of the total.
- The relative max-transition margin is 85.9%.
- STA classifies the critical path startpoint as a primary input.
- The placed cell area is 445 um^2.
- Per the OpenROAD power report, leakage power amounts to 0.196 nW.
- Compared with the post-synthesis result, the final layout area differs by 219%.
- The die outline width is 80 um.
- Across the whole layout, storage elements account for 0 um^2.
- The depth of the worst hold-timing path is 4.
- The timing report shows that the slowest cell on the worst path is sky130_fd_sc_hd__clkdlybuf4s50_1.
- The remaining antenna violation count after routing is 0.
- The clock network burns 0% of the power.
- Looking at the max-slew report, the worst-margin pin has a slew of 211 ps.
- The layout cell share with drive strength beyond 1 is 38.0%.
- The net switching power in the latest report is 0.0214 mW.
- In this run the tool buffered the top-level ports with 17 buffer cells.
- Detailed-route iteration 0 reported a violation count of 6.
==> layout by cell type (no fill, tap or decap) <==
cell / n
sky130_fd_sc_hd__nor4_2: 1
sky130_fd_sc_hd__buf_6: 1
sky130_fd_sc_hd__buf_4: 9
sky130_fd_sc_hd__dlymetal6s2s_1: 1
sky130_fd_sc_hd__or3_4: 2
sky130_fd_sc_hd__nand4b_1: 2
sky130_fd_sc_hd__nor3b_2: 1
sky130_fd_sc_hd__nor3_2: 3
sky130_fd_sc_hd__nor3_1: 1
sky130_fd_sc_hd__or3b_4: 1
sky130_fd_sc_hd__nor2_1: 3
sky130_fd_sc_hd__clkdlybuf4s50_1: 7
sky130_fd_sc_hd__o21ai_1: 1
sky130_fd_sc_hd__a211oi_2: 1
sky130_fd_sc_hd__dlygate4sd2_1: 9
sky130_fd_sc_hd__a21oi_1: 2
sky130_fd_sc_hd__nand2b_1: 2
sky130_fd_sc_hd__and3_1: 1
sky130_fd_sc_hd__inv_1: 1
sky130_fd_sc_hd__o22a_1: 1
==> cell families after synthesis <==
group	count (synthesis)	synth area share, %
and+or+nand+nor	17	71.7
buffers and inverters	2	7.50
AOI/OAI and AO/OA	5	20.8
==> how the worst max path moves through the flow <==
stage / start / end / slack (ps) / cells after the start
6_report: Instruction[31] / ALUOp[0] / 70 / 4
5_1_grt: Instruction[29] / ALUOp[0] / 0.7 / 4
4_1_cts: Instruction[26] / RegWrite / 1 / 6
==> layer usage <==
metal	vias up	GRT usage (%)
li1	147	-
met1	131	2.97
met2	16	3.69
met3	0	0.795
met4	0	0
met5	-	0
==> through the flow <==
stage          hold slack (ps)  setup TNS (ps)
2_1_floorplan              933               0
3_3_place_gp              1980           -2140
3_5_place_dp              1990           -2070
4_1_cts                   1560               0
5_1_grt                   1490               0
6_report                  1450               0
==> layout make-up <==
type,instances,area (um^2),share of cell area [%]
inverter,1,3.75,0.783
multi-input combinational,22,178,37.1
tap,46,57.6,12.0
timing repair buffer,27,240,50.1
==> power by group through the flow <==
| stage | registers, mW | logic, mW | clock network, mW |
|---|---|---|---|
| after CTS | 0 | 0.0497 | 0 |
| after global routing | 0 | 0.0549 | 0 |
| final | 0 | 0.0504 | 0 |
==> what timing repair did <==
item                       4_1_cts  5_1_grt
setup buffers                    0        0
resized                         17        3
setup endpoints to repair       11        2
pin swaps                        1        2
Power figures rest on the tool's default switching activity, not on a simulated workload.
